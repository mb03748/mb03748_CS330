<file path="./design.v">
module instruction_parser
(
        input [31:0] instruction,
        output reg [6:0] opcode,
        output reg [4:0] rd,
        output reg [2:0] funct3,
        output reg [4:0] rs1,
        output reg [4:0] rs2,
        output reg [6:0] funct7
);
always@(*)
begin
        opcode = instruction[6:0];
        rd = instruction[11:7];
	      funct3 = instruction[14:12];
	      rs1 = instruction[19:15];
	      rs2 = instruction[24:20];
	      funct7 = instruction[31:25];
end
endmodule
module registerFile
(
	input [4:0] Rs1,
	input [4:0] Rs2,
	input [4:0] Rd,
	input RegWrite, 
	input clk,
	input reset,
	input [63:0] WriteData,
	output reg [63:0] ReadData1,
	output reg [63:0] ReadData2
);
reg [63:0] Registers [31:0];
initial
  begin 
    Registers[0] = 64'hAD73;
    Registers[1] = 64'hB32;
    Registers[2] = 64'hC10;
    Registers[3] = 64'h9E4;
    Registers[4] = 64'hC23;
    Registers[5] = 64'hBB1;
    Registers[6] = 64'h7344;
    Registers[7] = 64'hD47;
    Registers[8] = 64'hB58;
    Registers[9] = 64'hCC4;
    Registers[10] = 64'hA10;
    Registers[11] = 64'hF11;
    Registers[12] = 64'hB12;
    Registers[13] = 64'hE13;
    Registers[14] = 64'hA14;
    Registers[15] = 64'hE15;
    Registers[16] = 64'hBA16;
    Registers[17] = 64'hCA17;
    Registers[18] = 64'hFA18;
    Registers[19] = 64'hBC19;
    Registers[20] = 64'hDA20;
    Registers[21] = 64'hBA21;
    Registers[22] = 64'hFF22;
    Registers[23] = 64'hE23;
    Registers[24] = 64'hCA24;
    Registers[25] = 64'hAB25;
    Registers[26] = 64'hAA26;
    Registers[27] = 64'hE27;
    Registers[28] = 64'hDC28;
    Registers[29] = 64'hBC29;
    Registers[30] = 64'hAC30;
    Registers[31] = 64'hFC31;
  end
  always@ (posedge clk)
  begin
    if (RegWrite == 1)
      begin
        Registers[Rd] = WriteData;
      end
  end
  always@ (Rs1, Rs2, reset)
  begin
    ReadData1 = Rs1;
    ReadData2 = Rs2;
    if (reset == 1)
      begin
        ReadData1 = 64'b0;
        ReadData2 = 64'b0;
      end
  end
endmodule
module top
( 
	input [31:0]  instruction,
	input clk,
	input reset,
	output [63:0] ReadData1,
	output [63:0] ReadData2
);
	wire [4:0] temp1;
	wire [4:0] temp2;
	wire [4:0] temp3;
	instruction_parser ip
	(
		.instruction(instruction),
		.rs1(temp1),
		.rs2(temp2),
		.rd(temp3)
	);
	registerFile regf
	(
		.Rs1(temp1),
		.Rs2(temp2),
		.Rd(temp3),
		.clk(clk),
		.reset(reset),
		.ReadData1(ReadData1),
		.ReadData2(ReadData2)
	);
endmodule
</file>
<file path="./run.sh">
#!/bin/bash
# OpenROAD 26Q1-2900-gdf79404cd8, Yosys 0.63+post, stock flow scripts
make -C /OpenROAD-flow-scripts/flow DESIGN_CONFIG=/design/flow/config.mk WORK_HOME=/design/flow/orfs finish
</file>
<file path="./config.mk">
export PLATFORM = sky130hd
export DESIGN_NAME = top
export DESIGN_NICKNAME = top
export VERILOG_FILES = /design/flow/design.v
export SDC_FILE = /design/flow/constraint.sdc
export NUM_CORES = 4
export LEC_CHECK = 1
export CORE_AREA = 10 10 71 71
export DIE_AREA = 0 0 81 81
</file>
<file path="./constraint.sdc">
current_design top

set clk_period 1.0
set clk_io_pct 0.2

create_clock -name clk0 -period $clk_period

set non_clock_inputs [all_inputs -no_clocks]
set_input_delay [expr $clk_period * $clk_io_pct] -clock clk0 $non_clock_inputs
set_output_delay [expr $clk_period * $clk_io_pct] -clock clk0 [all_outputs]
</file>
==> Changelog: implementation <==
### Changed

* Synth Seq Share at 0%
* Hold path endpoint: ReadData1[3]
* Setup WS pre-CTS at -0.630 ns
* Final cell count without fillers at 197
* Flop area at 0 um^2
* Count of final hold-check violations at 0
* # Cells Yosys at 129
* Worst path cell trace: dlygate4sd2_1 > nor2b_1 > buf_2
* Mean Syn Cell Area at 7.38 um^2
* Die height at 81 um
* Pin count of the biggest net entering global routing at 11
* Pre-antenna DRT Iters at 1
* Worst hold path depth at 3
* WL per Instance at 10.3 um
* Post-Synthesis Cells at about 130
* Filler cells at around 440
* Die area at 6560 um^2
* GR peak layer: met2
* Max FO, Critical Path at 1
* Total grt overflow at 0
* Placer Congestion at between 0.8 and 0.9
* Final period utilization at a little under nine tenths
* P&R area growth vs syn at -25.6%
* Max Cap Violations at 0
* Unique cell types at 3
* Row count at 22
* Top cells by count: buf_4, nor2b_1, conb_1
* VDD IR max at 0.0258 mV
* Util after Layout at 19.5%
* Initial antenna violation count at 0
* Ant diodes at 0
* Hold-fix buffers at CTS at 0
* Max-area cell share at 93.0%
* Vias at 443
* Crit path required time at around 0.8 ns
* Type of the worst min-delay path: primary input to output port
* Critical Path End Type: output port
* GR Layer Usage met3 at 1.78%
* Synthesis area per yosys at roughly 950 um^2
* Critical path launch point type: primary input
* Crit path DAT at 0.66 ns
* Ranking of synthesized cells by area: buf_4, nor2b_1, conb_1
* Slowest CP cell: dlygate4sd2_1
* Outcome: complete, no violations
* Unrepaired setup endpoints after global routing: no
* Design area at 708 um^2
* IO Pins at 162
* Met2 usage at 7.96%
* Finish-stage setup viols at 0
* Pleak at 0.509 nW
* Max Transition Viols Final at 0
* Fmax achieved at 1160 MHz
* Final worst path period need at 0.861 ns
* M1 GR Usage at 4.91%
* Port bufs at 21
* Clock buffers at 0
* Stage-log warning count at 55
* Vias in the first global route at 516
* Seq Cell Count at 0
* First-pass GRT wire length at ~2400 um
* Detail Route Antenna Nets at 0
* Critical path class: primary input to output port
* Power Density at between 100 and 150 nW/um^2
* CP peak stage delay at 0.23 ns
* Placed cells at 197
* Placeable core area at 3630 um^2
* Warnings from Yosys at 2
* Final WS setup at 0.139 ns
* Synth area leader: buf_4
* Hold Path Origin: reset
* Share of cells above drive strength 1 at 7.38%
* Number of remaining DRC errors at 0
* Fp_density at 26.2%
* Placed Area at 776 um^2
* Initial DRC Count at 0
* Netlist Area Pre-Place at ~950 um^2
* DIE WIDTH at 81 um
* GRT Overall Usage at 4.35%
* Via/cell ratio at roughly 2.2
* Yosys top cell by instances: buf_4
* Post-Route WL at 2040 um
* Detailed placement HPWL at between 2000 and 2500 um
what timing repair did:
action / in CTS / in global routing
endpoints found under the hold margin: 0 / 0
resized: 41 / 2
endpoints found under the setup margin: 10 / 10
setup buffers: 0 / 0
worst max-delay path by stage:
stage	startpoint	endpoint	slack, ns	depth (start not counted)
finish	instruction[15]	ReadData1[0]	0.14	3
global route	instruction[19]	ReadData1[4]	0.11	3
CTS	reset	ReadData2[2]	0.007	3
stage by stage:
step | hold slack, ns | total power [mW] | setup TNS (ns)
floorplan | 0.413 | 0.338 | 0
CTS | 0.793 | 0.105 | 0
global placement | 1.32 | 0.141 | -6.17
detailed placement | 1.32 | 0.140 | -6.21
global route | 0.775 | 0.126 | 0
finish | 0.747 | 0.0908 | 0
layer usage:
metal	wire length [um]	part of all wire [%]
met3	368	18
met5	0	0
met1	792	39
met2	876	43
met4	0	0
worst max-delay path: cells and delay by family:
family | cells | cell delay [ns]
buffers and inverters | 2 | 0.35
and+or+nand+nor | 1 | 0.11
power by group:
part	total [mW]	switching (mW)	leakage [nW]	internal, mW
registers	0	0	0	0
logic	0.0908	0.0470	0.509	0.0438
clock network	0	0	0	0
total	0.0908	0.0470	0.509	0.0438
cells by family after synthesis:
kind of cell           count (synthesis)  share of synthesized area (%)
AND/OR/NAND/NOR                       10                           6.57
buffers and inverters                118                           93.0
other                                  1                          0.394
cell usage in the layout (no fill, tap or decap):
cell and count:
nor2b_1 10, clkbuf_2 1, conb_1 118, dlygate4sd2_1 10, buf_2 10
final cells by class:
| cell class | instances | area [um^2] | area share (%) |
|---|---|---|---|
| Multi-Input combinational cell | 128 | 505 | 71.4 |
| Tap cell | 48 | 60.1 | 8.48 |
| Timing Repair Buffer | 21 | 143 | 20.1 |
No activity file was given, so power comes from the tool's default toggle rates.
