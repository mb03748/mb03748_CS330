==> /design/flow/design.v <==
module ALU_Control
  (
    input [1:0] ALUOp,
    input [3:0] Funct,
    output reg [3:0] Operation
  );
  always@(ALUOp, Funct)
  begin
    if (ALUOp == 2'b00)
      Operation <= 4'b0010;
    else if (ALUOp == 2'b01)
      Operation <= 4'b0110;
    else if (ALUOp == 2'b10)
      begin
        if (Funct == 4'b0000)
          Operation <= 4'b0010;
        else if (Funct == 4'b1000)
          Operation <= 4'b0110;
        else if (Funct == 4'b0111)
          Operation <= 4'b0000;
        else if (Funct == 4'b0110)
          Operation <= 4'b0001;
      end
    else
      Operation <= 4'bxxxx;  
 end
 endmodule
module Control_Unit
  (
    input [6:0] Opcode,
    output reg Branch,
    output reg MemRead,
    output reg MemtoReg,
    output reg [1:0] ALUOp,
    output reg MemWrite,
    output reg ALUSrc,
    output reg RegWrite 
  );
  always@(Opcode)
  begin
    if (Opcode == 7'b0110011)
      begin
        Branch <= 1'b0;
        MemRead <= 1'b0;
        MemtoReg <= 1'b0;
        ALUOp <= 2'b10;
        MemWrite <= 1'b0;
        ALUSrc <= 1'b0;
        RegWrite <= 1'b1;
      end
    else if (Opcode == 7'b0000011)
      begin
        Branch <= 1'b0;
        MemRead <= 1'b1;
        MemtoReg <= 1'b1;
        ALUOp <= 2'b00;
        MemWrite <= 1'b0;
        ALUSrc <= 1'b1;
        RegWrite <= 1'b1;
      end
    else if (Opcode == 7'b0100011)
      begin
        Branch <= 1'b0;
        MemRead <= 1'b0;
        MemtoReg <= 1'b0;
        ALUOp <= 2'b00;
        MemWrite <= 1'b1;
        ALUSrc <= 1'b1;
        RegWrite <= 1'b0;
      end
     else if (Opcode == 7'b1100011)
      begin
        Branch <= 1'b1;
        MemRead <= 1'b0;
        MemtoReg <= 1'b0;
        ALUOp <= 2'b01;
        MemWrite <= 1'b0;
        ALUSrc <= 1'b0;
        RegWrite <= 1'b0;
      end
     else
       begin
        Branch <= 1'b0;
        MemRead <= 1'b0;
        MemtoReg <= 1'b0;
        ALUOp <= 2'b00;
        MemWrite <= 1'b0;
        ALUSrc <= 1'b0;
        RegWrite <= 1'b0;
       end
  end
endmodule
module top_control
  (
   input [6:0] Opcode,
   input [3:0] Funct,
   output Branch,
   output MemRead,
   output MemtoReg,
   output MemWrite,
   output ALUSrc,
   output RegWrite,
   output [3:0] Operation
  );
  wire [1:0] temp;
 Control_Unit CU
 (
    .Opcode(Opcode),
    .Branch(Branch),
    .MemRead(MemRead),
    .MemtoReg(MemtoReg),
    .ALUOp(temp),
    .MemWrite(MemWrite),
    .ALUSrc(ALUSrc),
    .RegWrite(RegWrite)
 ); 
 ALU_Control AC
(
   .ALUOp(temp),
   .Funct(Funct),
   .Operation(Operation)
);
endmodule
==> /design/flow/run.sh <==
#!/bin/bash
# OpenROAD 26Q1-2900-gdf79404cd8, Yosys 0.63+post, stock flow scripts
make -C /OpenROAD-flow-scripts/flow DESIGN_CONFIG=/design/flow/config.mk WORK_HOME=/design/flow/orfs finish
==> /design/flow/config.mk <==
export PLATFORM = sky130hd
export DESIGN_NAME = top_control
export DESIGN_NICKNAME = top_control
export VERILOG_FILES = /design/flow/design.v
export SDC_FILE = /design/flow/constraint.sdc
export NUM_CORES = 4
export LEC_CHECK = 1
export CORE_AREA = 10 10 70 70
export DIE_AREA = 0 0 80 80
==> /design/flow/constraint.sdc <==
current_design top_control

set clk_period 1.4
set clk_io_pct 0.2

create_clock -name clk0 -period $clk_period

set non_clock_inputs [all_inputs -no_clocks]
set_input_delay [expr $clk_period * $clk_io_pct] -clock clk0 $non_clock_inputs
set_output_delay [expr $clk_period * $clk_io_pct] -clock clk0 [all_outputs]
==> reports/qor.rpt <==
============================================================================================
Post-detail-place hpwl ........................................................       800 um
Routability Congestion ........................................................        0.823
Number of remaining DRC errors ................................................            0
Setup slack after placement ...................................................    -0.749 ns
Post-synth regs ...............................................................            3
Die boundary height ...........................................................        80 um
Crit start category ...........................................................    input pin
Endpoints failing setup .......................................................            1
Final clock period utilization by the worst path ..............................         101%
Final Core Density ............................................................        14.0%
Post-synthesis mux area share .................................................           0%
Pin count of the biggest net entering global routing ..........................            7
Total number of warnings across the stage logs ................................           34
Initial standard-cell utilization of the core .................................        6.15%
Worst vdd ir ..................................................................    0.0550 mV
Area of the die ...............................................................     6400 um2
Registers with the most flip-flops ............................................ AC.Operation (3)
Cell area power density .......................................................   143 nW/um2
Number of rows created at floorplan ...........................................           21
Type of the most critical hold path ........................................... input pin to output port
Failing checks ................................................................ negative setup slack
Critical-path maximum fanout ..................................................            4
Total cell area reported by yosys after synthesis .............................      210 um2
Number of register pins that no clock reaches .................................            3
Startpoint of the worst hold path .............................................    Opcode[5]
Placeable Area ................................................................     3420 um2
Final antenna diode count .....................................................            0
Dominant kind of combinational cell ........................................... simple AND/OR/NAND/NOR gates
Kind of end point of the critical path ........................................  output port
DRC marker count from the first detailed-route iteration ......................            1
Aggregate global routing overflow .............................................            0
Area Growth Syn to Fin ........................................................         128%
Worst hold endpoint ...........................................................      MemRead
Basic-gate share of the synthesized area counting and, or, nand and nor cells .        50.6%
Area share of and-or/or-and cells after synthesis .............................        9.52%
Max Slew Vio Count ............................................................            0
Share of the synthesized area in the top cell type ............................        21.4%
Top-Level Pins ................................................................           21
Routing layer with the top usage in global route ..............................         met2
Number of vias per cell .......................................................         2.76
Average cell area after synthesis .............................................     8.08 um2
Wire length of the first global-routing pass ..................................      1390 um
Hold violation count in the final report ......................................            0
Met2 Usage GRT ................................................................        5.54%
Hold buffer count at cts ......................................................            0
Synthesized netlist cell count ................................................           26
DRT antenna net count .........................................................            0
Hold Crit Depth ...............................................................            3
Biggest register .............................................................. AC.Operation
Min cycle time layout .........................................................      1.42 ns
CP Class ...................................................................... input pin to output port
Antenna violations before repair ..............................................            0
Count of endpoints without a timing constraint ................................            6
Yosys xor share ...............................................................        4.17%
Met3 capacity usage during global routing .....................................        1.25%
DR WL/cell ....................................................................      9.23 um
All-Layer GR Usage ............................................................        2.75%
Cell type with the largest total area ......................................... sky130_fd_sc_hd__dlxtn_1
Horizontal extent of the die ..................................................        80 um
Top cells by area, synth ...................................................... sky130_fd_sc_hd__dlxtn_1 (21%), sky130_fd_sc_hd__nor2_1 (8.9%), sky130_fd_sc_hd__nor3b_4 (8.9%)
Peak clock frequency supported by timing ......................................    0.707 GHz
Number of global-route vias before repair .....................................          286
Number of vias after detailed routing .........................................          268
Max-Cap Viols .................................................................            0
Post-synthesis instance area ..................................................      210 um2
Data arrival time at the worst-slack endpoint .................................      1.14 ns
Worst Slack Setup Final .......................................................   -0.0153 ns
Number of distinct library cells after synthesis ..............................           17
Setup repair after global routing missed its margin ...........................         true
Cell leakage power ............................................................     0.223 nW
Max FFs per register ..........................................................            3
Tot Pwr .......................................................................  0.0000684 W
Number of buffers added on ports ..............................................           20
Post-synthesis adder-cell area fraction .......................................           0%
Synthesis warning total .......................................................            2
Run status .................................................................... finished with violations
Ys cells ......................................................................           26
Routed WL .....................................................................       895 um
Pre-Repair DR Iteration Count .................................................            2
Worst hold margin .............................................................     0.886 ns
Final cell count without fillers ..............................................           97
Instance count after placement with tap cells included ........................           93
Required arrival time at the worst endpoint ...................................      1.12 ns
Global Route met1 Usage .......................................................        2.51%
Fraction of layout cells with a size suffix above 1 ...........................        43.1%
============================================================================================
==> worst max-delay path, stage by stage <==
cell,delay (ns)
sky130_fd_sc_hd__buf_6,0.09
sky130_fd_sc_hd__nor3b_4,0.18
sky130_fd_sc_hd__nand3b_1,0.16
sky130_fd_sc_hd__buf_4,0.17
sky130_fd_sc_hd__nor3b_2,0.13
sky130_fd_sc_hd__buf_2,0.11
==> placed cells by master, fill, tap and decap left out, drive strengths merged <==
cell type	instances
clkdlybuf4s50	7
nor3b	2
nand3	1
clkdlybuf4s15	1
xor2	1
nand3b	1
dlygate4sd2	3
dlxtn	3
nand4b	2
o311a	1
buf	15
nor2	5
nand2b	1
clkbuf	2
conb	1
nor3	2
nand2	1
a21oi	2
==> cell type report <==
type / count / area (um2)
fillers: 402 / 2940
multi-input cells: 20 / 153
flip-flops and latches: 3 / 45.0
well taps: 46 / 57.6
repair buffers: 28 / 224
==> how the worst max path moves through the flow <==
| stage | slack, ns | end | cells after the start | start |
|---|---|---|---|---|
| CTS | -0.08 | MemtoReg | 6 | Opcode[2] |
| global route | -0.08 | MemWrite | 6 | Opcode[2] |
| finish | -0.02 | MemWrite | 6 | Opcode[2] |
==> metal layers <==
metal / vias up / share of wire, %
li1: 141 / -
met1: 120 / 36
met4: 0 / 0
met5: - / 0
met3: 0 / 7.7
met2: 7 / 56
==> per-stage QoR <==
stage          setup TNS, ns  cell area (um2)
3_3_place_gp           -3.93              472
3_5_place_dp           -4.12              472
6_report             -0.0153              479
2_1_floorplan              0              210
4_1_cts               -0.241              484
5_1_grt               -0.256              479
==> logic make-up (layout without fill, tap and decap cells) <==
family / after synthesis / after routing
compound gates: 3 / 3
latches: 3 / 3
buf+inv: 3 / 28
simple gates: 15 / 15
other cells: 1 / 1
xor+xnor: 1 / 1
==> power by group <==
| group | total (W) | leakage [nW] | switching (W) | internal [W] |
|---|---|---|---|---|
| registers | 0.000000389 | 0.0238 | 0.000000000748 | 0.000000388 |
| logic | 0.0000680 | 0.199 | 0.0000258 | 0.0000422 |
| clock network | 0 | 0 | 0 | 0 |
| total | 0.0000684 | 0.223 | 0.0000258 | 0.0000426 |
==> cells in the mapped netlist <==
master,instances
sky130_fd_sc_hd__nand2b_1,1
sky130_fd_sc_hd__dlxtn_1,3
sky130_fd_sc_hd__nor3b_2,1
sky130_fd_sc_hd__nor3_1,2
sky130_fd_sc_hd__nand2_1,1
sky130_fd_sc_hd__o311a_1,1
sky130_fd_sc_hd__nand3b_1,1
sky130_fd_sc_hd__nand3_1,1
sky130_fd_sc_hd__xor2_1,1
sky130_fd_sc_hd__a21oi_1,2
sky130_fd_sc_hd__buf_6,1
sky130_fd_sc_hd__buf_4,2
sky130_fd_sc_hd__nor2_1,5
sky130_fd_sc_hd__nor3b_4,1
sky130_fd_sc_hd__nand4b_1,1
sky130_fd_sc_hd__conb_1,1
sky130_fd_sc_hd__nand4b_2,1
==> repair_timing <==
action | 4_1_cts | 5_1_grt
buffers inserted | 4 | 0
pin swaps | 7 | 3
setup endpoints to repair | 6 | 5
gates resized | 34 | 5
Power is estimated from default activity; no workload was simulated.
