**design/flow/design.v**
```verilog
module clock_divider
(
    input clock_n,reset_p,
    output reg div_clk
);
parameter max_count = 40000000;
reg [31:0] counter;
always @(posedge reset_p or negedge clock_n)
begin
    if (reset_p)
        begin
	div_clk <= 0;
	counter <= 0;
	end
    else
    begin
	if(counter == max_count)
	    begin
	    div_clk <= ~div_clk;
	    counter <= 0;
	    end
        else
	    counter <= counter + 1;
    end
end
endmodule
```
**design/flow/run.sh**
```bash
#!/bin/bash
# OpenROAD 26Q1-2900-gdf79404cd8, Yosys 0.63+post, stock flow scripts
make -C /OpenROAD-flow-scripts/flow DESIGN_CONFIG=/design/flow/config.mk WORK_HOME=/design/flow/orfs finish
```
**design/flow/config.mk**
```make
export PLATFORM = sky130hd
export DESIGN_NAME = clock_divider
export DESIGN_NICKNAME = clock_divider
export VERILOG_FILES = /design/flow/design.v
export SDC_FILE = /design/flow/constraint.sdc
export NUM_CORES = 4
export LEC_CHECK = 1
export CORE_AREA = 10 10 105 105
export DIE_AREA = 0 0 115 115
```
**design/flow/constraint.sdc**
```tcl
current_design clock_divider

set clk_period 5.2
set clk_io_pct 0.2

create_clock -name clk0 -period $clk_period [get_ports {clock_n}]

set non_clock_inputs [all_inputs -no_clocks]
set_input_delay [expr $clk_period * $clk_io_pct] -clock clk0 $non_clock_inputs
set_output_delay [expr $clk_period * $clk_io_pct] -clock clk0 [all_outputs]
```
==> results.toml <==
# physical design summary
[run_status]
outcome = "finished, final reports clean"

[clock_network]
cts_inserted_buffers = 5
cts_buffer_depth = 2
cts_resized = 0
clk_pin_slew_ns = 0.05
clock_latency_ns = 0.29
cts.sink_count = 33
hold_buffers = 0
cts_tree = "built"
cts_setup_buffers = 0
htreeDepth = 2
clockRootBuffer = "clkbuf_8"

[layout]
final.fill_count = 966
drive_gt1_share_pct = 11.5
area_growth_pct = 14.8
fin_cells = 273

[critical_path]
crit_fanout = 2
r2r_start = "counter[0]"
cp_data_required_time_ns = 4.16
cp_data_arrival_time_ns = 3.79
cpPeakStageDelay_ns = 0.47
setup.worst_path.start_class = "flop"
crit_path_end_kind = "output pin"
worstPathCellList = "clkdlybuf4s50_1"
reg2reg_depth = 5
cp.depth = 1
critPathLaunch = "div_clk"
crit_family = "buffers and inverters"
cp_slowest_cell = "clkdlybuf4s50_1"
path_class = "flop to output pin"
cp_num_buf_inv = 1

[placement]
post-place-cells = 265
numPortBuffers = 2
place.gp.congestion = 0.841
dp_hpwl_um = 2110

[pwr]
internal_power_mw = 0.379
powerDensity_nw_per_um2 = 247
clkPwrFrac_pct = 44.6
power.leakage_nw = 0.806
p_sw_share_pct = 20.5
p_seq_share_pct = 54.2
comb_power_share_pct = 1.3
power_switching_mw = 0.0976
peakVddDrop_mv = 0.205

[drt]
vias_per_cell = 4.31
detail_route.wl_per_cell_um = 11.1
drcViolationCount = 0
dr.first_iter.drc_count = 70
wl_um = 3040
vias = 1176
antenna_left = 0
n_antenna_cell = 0
drt_first_pass_iters = 4

[synth]
yosys_area_um2 = 1680
synth_seq_share_pct = 49.2
ys_types = 29
synthTopCellsByArea = "dfrtn_1, xnor2_1, nand4_1, nand3_1, mux2i_1"
yosys_cells = 156
syn_inst = 156
top_area_share_pct = 49.2
ys_ff = 33
yosys_warnings = 1
yosysTopAreaCell = "dfrtn_1"
ff_type = "dfrtn_1"
edf_count = 0
synthArstFlopShare_pct = 100
synth_area_per_cell_um2 = 10.8
syn_area_um2 = 1680

[global_route]
grtUsageTotal_pct = 4.85
grt-ovfl-total = 0
grt_pass1_vias = 1116
grt_start_max_net_pins = 34
antenna_found_initial = 0
grt_pass1_wl_um = 5390

[min_path]
min_delay_path_depth = 1
min-delay-start = "counter[0]"
hp-class = "flop to flop"

[die]
die-area_um2 = 13200
io_pins = 3
rows = 34
core_region_area_um2 = 8760
die-width_um = 115
dieHeight_um = 115
initial_core_util_pct = 19.1

[sta]
hold_viol_final = 0
fin_tns_setup_ns = 0
rsz0062_at_grt = "false"
clock_skew_ns = 0.00531
setup_viol = 0
holdWs_ns = 0.428
max_slew_margin_pct = 58.0
max_slew.worst_pin.slew_ns = 0.624
maxSlewViolCount = 0

[flow_run]
timing.max_cap.violations = 0
warnings = 26
worst paths after layout:
check,to,slack [ns]
worst min register to register,counter[0],0.43
worst max-delay path,div_clk,0.37
worst min-delay path,counter[0],0.43
worst max register to register,counter[18],3.16
max in group asynchronous,counter[23],1.25
min in group asynchronous,counter[17],3.62
synth_stat cells, types with 2 or more instances:
cell / n
and3_1: 4
and4_1: 2
dfrtn_1: 33
ha_1: 2
inv_1: 6
mux2i_1: 5
nand2_1: 12
nand3_1: 13
nand4_1: 11
nand4_2: 3
nor2_1: 10
nor3_1: 5
nor4_1: 4
nor4b_1: 4
o21ai_0: 5
xnor2_1: 21
xor2_1: 4
placed cells by master, fill, tap and decap left out, drive strengths merged:
cell type      count
nor2              11
inv                6
nor3b              1
and3               4
and4               2
nor4               6
clkbuf             7
or4                1
nor3               6
nor4b              4
xor2               4
dfrtn             33
xnor2             21
buf                1
o31ai              1
mux2i              5
nand3             14
ha                 2
nand2             12
o221ai             1
o21ai              5
clkdlybuf4s50      2
clkinv             1
nor2b              1
nand4             14
per-stage QoR:
| stage | util, % | setup WS (ns) | instance area (µm²) | power, mW |
|---|---|---|---|---|
| floorplan | - | 0.930 | 1680 | 0.266 |
| global placement | 20.8 | 0.682 | 1820 | 0.269 |
| detailed placement | 20.8 | 0.688 | 1820 | 0.269 |
| CTS | 22.0 | 0.357 | 1930 | 0.483 |
| global route | 22.0 | 0.308 | 1930 | 0.499 |
| finish | 22.0 | 0.371 | 1930 | 0.477 |
metal layers:
layer / track usage, % / share of wire (%) / wire length (µm) / vias to the layer above
met5: 0 / 0 / 0 / -
met2: 6.83 / 43 / 1300 / 13
met1: 7.36 / 52 / 1580 / 576
li1: - / - / - / 582
met4: 0.743 / 1.6 / 48 / 0
met3: 1.37 / 3.8 / 116 / 5
state kept, by name, summed over array words and instances, names as in the netlist:
signal,flops
counter,32
div_clk,1
power groups by stage:
stage	Combinational, mW	Clock [mW]	Sequential [mW]
5_1_grt	0.00705	0.234	0.258
4_1_cts	0.00644	0.218	0.258
6_report	0.00602	0.212	0.258
final cells by class:
type,count,area [µm²],share of cell area [%]
clock inverter,1,5.00,0.260
tap,108,135,7.02
clock buffer,7,96.3,5.00
sequential,33,826,42.9
timing repair buffer,3,27.5,1.43
multi-input combinational,115,813,42.2
inverter,6,22.5,1.17
kinds of logic after synthesis:
kind of cell | synth area share, %
adders and majority gates | 1.49
xor gates and xnor gates | 13.0
buffers and inverters | 2.31
muxes | 2.98
and+or+nand+nor | 28.1
DFF | 49.2
AOI/OAI and AO/OA | 2.83
Power is estimated from default activity; no workload was simulated.
